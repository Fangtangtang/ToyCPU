**design/flow/constraint.sdc**
```tcl
current_design ex_mem_transfer_reg

set clk_period 21.0
set clk_io_pct 0.2

create_clock -name clk0 -period $clk_period [get_ports {clk}]

set non_clock_inputs [all_inputs -no_clocks]
set_input_delay [expr $clk_period * $clk_io_pct] -clock clk0 $non_clock_inputs
set_output_delay [expr $clk_period * $clk_io_pct] -clock clk0 [all_outputs]
```
**design/flow/run.sh**
```bash
#!/bin/bash
# OpenROAD 26Q1-2900-gdf79404cd8, Yosys 0.63+post, stock flow scripts
make -C /OpenROAD-flow-scripts/flow DESIGN_CONFIG=/design/flow/config.mk WORK_HOME=/design/flow/orfs finish
```
**design/flow/design.v**
```verilog
module if_id_transfer_reg #(parameter LEN = 32)
                           (input wire clk,            
                            input rst,
                            input rdy_in,
                            input [LEN-1:0] c_pc,
                            output [LEN-1:0] o_c_pc,
                            input [LEN-1:0] n_pc,
                            output [LEN-1:0] o_n_pc);
    reg [LEN-1:0] cur_pc;
    reg [LEN-1:0] new_pc;
    assign o_c_pc                = cur_pc;
    assign o_n_pc                = new_pc;
    always @(posedge clk)begin
        if ((!rst)&&rdy_in) begin
            cur_pc       <= c_pc;
            new_pc       <= n_pc;
        end
    end
endmodule
    module id_ex_transfer_reg #(parameter LEN = 32)(
        input   wire clk,
        input rst,
        input rdy_in,
        input   [LEN-1:0]   c_pc,
        output  [LEN-1:0]   o_c_pc,
        input   [LEN-1:0]   n_pc,
        output  [LEN-1:0]   o_n_pc,
        input   [2:0]       ex_stage_state,
        output  [2:0]       o_ex_stage_state,
        input   [1:0]       branch_flag,
        output  [1:0]       o_branch_flag,
        input   [1:0]       mem_stage_state,
        output  [1:0]       o_mem_stage_state,
        input   [1:0]       wb_stage_state,
        output  [1:0]       o_wb_stage_state,
        input   [LEN-1:0]   imm,
        output  [LEN-1:0]   o_imm,
        input   [LEN-1:0]   rs1,
        output  [LEN-1:0]   o_rs1,
        input   [LEN-1:0]   rs2,
        output  [LEN-1:0]   o_rs2,
        input   [3:0]       opcode,
        output  [3:0]       o_opcode,
        input   [4:0]       rd,
        output  [4:0]       o_rd
        );
        reg [LEN-1:0] cur_pc;
        reg [LEN-1:0] new_pc;
        assign o_c_pc                = cur_pc;
        assign o_n_pc                = new_pc;
        always @(posedge clk)begin
            if ((!rst)&&rdy_in) begin
                cur_pc       <= c_pc;
                new_pc       <= n_pc;
            end
        end
        reg [2:0] cur_ex_stage_state;
        assign o_ex_stage_state = cur_ex_stage_state;
        always @(posedge clk)begin
            if ((!rst)&&rdy_in) begin
                cur_ex_stage_state <= ex_stage_state;
            end
        end
        reg [1:0] cur_branch_flag;
        reg [1:0] cur_mem_stage_state;
        assign o_branch_flag     = cur_branch_flag;
        assign o_mem_stage_state = cur_mem_stage_state;
        always @(posedge clk)begin
            if ((!rst)&&rdy_in) begin
                cur_branch_flag = branch_flag;
                cur_mem_stage_state <= mem_stage_state;
            end
        end
        reg [1:0] cur_wb_stage_state;
        assign o_wb_stage_state = cur_wb_stage_state;
        always @(posedge clk)begin
            if ((!rst)&&rdy_in) begin
                cur_wb_stage_state <= wb_stage_state;
            end
        end
        reg [LEN-1:0] cur_imm;
        reg [LEN-1:0] cur_rs1;
        reg [LEN-1:0] cur_rs2;
        assign o_imm = cur_imm;
        assign o_rs1 = cur_rs1;
        assign o_rs2 = cur_rs2;
        always @(posedge clk)begin
            if ((!rst)&&rdy_in) begin
                cur_imm <= imm;
                cur_rs1 <= rs1;
                cur_rs2 <= rs2;
            end
        end
        reg [3:0] cur_opcode;
        assign o_opcode = cur_opcode;
        always @(posedge clk) begin
            if ((!rst)&&rdy_in) begin
                cur_opcode <= opcode;
            end
        end
        reg [LEN-1:0] cur_rd;
        assign o_rd = cur_rd;
        always @(posedge clk) begin
            if ((!rst)&&rdy_in) begin
                cur_rd <= rd;
            end
        end
    endmodule
        module ex_mem_transfer_reg #(parameter LEN = 32)(
            input   wire clk,
            input rst,
            input rdy_in,
            input   [LEN-1:0]   c_pc,
            output  [LEN-1:0]   o_c_pc,
            input   [LEN-1:0]   n_pc,
            output  [LEN-1:0]   o_n_pc,
            input   [LEN-1:0]   offset_pc,
            output  [LEN-1:0]   o_offset_pc,
            input   [1:0]       branch_flag,
            output  [1:0]       o_branch_flag,
            input   [1:0]       mem_stage_state,
            output  [1:0]       o_mem_stage_state,
            input   [1:0]       wb_stage_state,
            output  [1:0]       o_wb_stage_state,
            input   [1:0]   sign_bits,
            output  [1:0]   o_sign_bits,
            input   [LEN-1:0]   result,
            output  [LEN-1:0]   o_result,
            input   [LEN-1:0]   rs2,
            output  [LEN-1:0]   o_rs2,
            input   [4:0]       rd,
            output  [4:0]       o_rd
            );
            reg [LEN-1:0] cur_pc;
            reg [LEN-1:0] new_pc;
            reg [LEN-1:0] cur_offset_pc;
            assign o_c_pc                = cur_pc ;
            assign o_n_pc                = new_pc;
            assign o_offset_pc           = cur_offset_pc;
            always @(posedge clk)begin
                if ((!rst)&&rdy_in) begin
                    cur_pc        <= c_pc;
                    new_pc        <= n_pc;
                    cur_offset_pc <= offset_pc;
                end
            end
            reg [1:0] cur_branch_flag;
            reg [1:0] cur_mem_stage_state;
            assign o_branch_flag     = cur_branch_flag;
            assign o_mem_stage_state = cur_mem_stage_state;
            always @(posedge clk)begin
                if ((!rst)&&rdy_in) begin
                    cur_branch_flag = branch_flag;
                    cur_mem_stage_state <= mem_stage_state;
                end
            end
            reg [1:0] cur_wb_stage_state;
            assign o_wb_stage_state = cur_wb_stage_state;
            always @(posedge clk)begin
                if ((!rst)&&rdy_in) begin
                    cur_wb_stage_state <= wb_stage_state;
                end
            end
            reg [1:0] cur_sign_bits;
            reg [LEN-1:0] cur_result;
            reg [LEN-1:0] cur_rs2;
            assign o_sign_bits = cur_sign_bits;
            assign o_result    = cur_result;
            assign o_rs2       = cur_rs2;
            always @(posedge clk)begin
                if ((!rst)&&rdy_in) begin
                    cur_sign_bits <= sign_bits;
                    cur_result    <= result;;
                    cur_rs2       <= rs2;
                end
            end
            reg [LEN-1:0] cur_rd;
            assign o_rd = cur_rd;
            always @(posedge clk) begin
                if ((!rst)&&rdy_in) begin
                    cur_rd <= rd;
                end
            end
        endmodule
            module mem_wb_transfer_reg #(parameter LEN = 32)(
                input   wire clk,
                input rst,
                input rdy_in,
                input   [LEN-1:0]   c_pc,
                output  [LEN-1:0]   o_c_pc,
                input   [LEN-1:0]   n_pc,
                output  [LEN-1:0]   o_n_pc,
                input   [1:0]       wb_stage_state,
                output  [1:0]       o_wb_stage_state,
                input   [LEN-1:0]   result,
                output  [LEN-1:0]   o_result,
                input   [LEN-1:0]   mem_data,
                output  [LEN-1:0]   o_mem_data,
                input   [4:0]       rd,
                output  [4:0]       o_rd
                );
                reg [LEN-1:0] cur_pc;
                reg [LEN-1:0] new_pc;
                assign o_c_pc                = cur_pc;
                assign o_n_pc                = new_pc;
                always @(posedge clk)begin
                    if ((!rst)&&rdy_in) begin
                        cur_pc       <= c_pc;
                        new_pc       <= n_pc;
                    end
                end
                reg [1:0] cur_wb_stage_state;
                assign o_wb_stage_state = cur_wb_stage_state;
                always @(posedge clk)begin
                    if ((!rst)&&rdy_in) begin
                        cur_wb_stage_state <= wb_stage_state;
                    end
                end
                reg [LEN-1:0] cur_result;
                reg [LEN-1:0] cur_mem_data;
                assign o_result   = cur_result;
                assign o_mem_data = cur_mem_data;
                always @(posedge clk)begin
                    if ((!rst)&&rdy_in) begin
                        cur_result   <= result;
                        cur_mem_data <= mem_data;
                    end
                end
                reg [LEN-1:0] cur_rd;
                assign o_rd = cur_rd;
                always @(posedge clk) begin
                    if ((!rst)&&rdy_in) begin
                        cur_rd <= rd;
                    end
                end
            endmodule
```
**design/flow/config.mk**
```make
export PLATFORM = sky130hd
export DESIGN_NAME = ex_mem_transfer_reg
export DESIGN_NICKNAME = ex_mem_transfer_reg
export VERILOG_FILES = /design/flow/design.v
export SDC_FILE = /design/flow/constraint.sdc
export NUM_CORES = 4
export LEC_CHECK = 1
export CORE_UTILIZATION = 30
```
==> flow_metrics.tcl <==
# collected from the flow reports
set metrics [dict create \
    status "completed" \
    min_path_type "input pin to flip-flop" \
    stage_log_warnings 25 \
    place.gp.congestion 0.8218 \
    synth.comb.largest_family "simple AND/OR/NAND/NOR gates" \
    setup.worst_path.class "input pin to flip-flop" \
    global_route_wire_length_before_repair_microns 17520 \
    ys_sh_adder_pct 0 \
    worst_slew_pin_slew_ps 845.8 \
    synth.yosys.seq_area_share_pct 99.74 \
    port_buffers 348 \
    yosys.area_share.xor_xnor_pct 0 \
    tritoncts "done" \
    antenna_left 0 \
    synth.area.mux_share_pct 0 \
    pwr_density_cell_nw_per_um2 82.49 \
    hold_buffers 0 \
    num_rows 47 \
    achievable-frequency_ghz 0.1625 \
    worst_ep_arrival_time_ps 6190 \
    yosysCellCount 174 \
    required_time_reported_for_the_critical_path_endpoint_ps 21040 \
    fp_util_pct 31.08 \
    yosysChipArea_sq_um 5209 \
    dr.pass1.iters 4 \
    worst-path-buf-inv 3 \
    simple_gate_fraction_of_synth_area_pct 0.2642 \
    worstSetupStartpointType "input pin" \
    vdd_drop_max_mv 0.04920 \
    synthesis.instances 174 \
    cts_made_buffers 17 \
    grt.overflow.total 0 \
    netlist_area_sq_um 5209 \
    cts_root_buffer "clkbuf_16" \
    final_min_period_ps 6155 \
    maximum_number_of_pins_on_one_net_before_global_route_repair 68 \
    per_instance_average_area_after_synthesis_sq_um 29.94 \
    drtIter0Drc 184 \
    grt_pass1_vias 3095 \
    route.detailed.vias_per_inst 3.978 \
    final_hold_viol_count 0 \
    drive_gt1_share_pct 5.745 \
    cp_slowest_cell "buf_4" \
    ys_types 2 \
    yosys_warnings 1 \
    dp_hpwl_microns 9118 \
    h_tree_level_count 4 \
    clk_transition_reported_paths_ps 60 \
    final.period_utilization_pct 29.31 \
    slew-limit-headroom_pct 43.61 \
    crit_top_cell "buf_4" \
    dr_total_vias 3091 \
    setup_repair_after_global_routing_missed_its_margin "false" \
    synthAoiAreaFrac_pct 0 \
    cts_setup_buffers 0 \
    num_io_pins 349 \
    area.growth.synth_to_final_pct 83.57 \
    crit_family "buffers and inverters" \
    cpPeakStageDelay_ps 750 \
    p_leak_uw 0.003278 \
    number_of_antenna_violations_at_the_first_check_in_global_routing 0 \
    synth.ff_latch_count 173 \
    final_core_utilization_pct 57.05 \
    timing.setup.tns_ps 0 \
    layout_top_cell_excl_fill_tap "clkdlybuf4s50_1" \
    drc 0 \
    crit_path_max_fanout 67 \
    clockBufferDepth 2 \
    track_usage_pct 14.26 \
    most_numerous_logic_cells_after_layout "clkdlybuf4s50_1, edfxtp_1, clkbuf_16" \
    die_h_microns 133.8 \
    timing.critical_path.to_type "flip-flop" \
    timing_max_transition_violations_final 0 \
    floorplan_die_area_sq_um 17890 \
    ctsResizeCount 0 \
    design.core.area_sq_um 16760 \
    setup_violations 0 \
    path_cells "clkdlybuf4s50_1 -> nor2b_4 -> buf_4 -> buf_4" \
    max-cap-violations 0 \
    totalWireLength_microns 12250 \
    num_antenna_cells 0 \
    fp.dieW_microns 133.8 \
    clkSinkCount 173 \
    wl_per_cell_microns 15.77 \
]
==> power by group <==
| part | switching [uW] | leakage [uW] | internal (uW) |
|---|---|---|---|
| registers | 5.47 | 0.00162 | 406 |
| logic | 14.6 | 0.00138 | 62.3 |
| clock network | 125 | 0.000270 | 176 |
| total | 145 | 0.00328 | 644 |
==> metal layers <==
metal / vias to the layer above / GRT usage (%) / routed length, microns
li1: 1455 / - / -
met1: 1436 / 19.31 / 4164
met2: 187 / 22.83 / 6337
met3: 13 / 6.527 / 1526
met4: 0 / 2.273 / 225
met5: - / 0 / 0
==> synthesized netlist by cell type <==
| master | n | area, sq um |
|---|---|---|
| edfxtp_1 | 173 | 5195 |
| nor2b_4 | 1 | 13.76 |
==> sequential cells by signal, summed over array words and instances, names as in the netlist, 5 cells and up <==
register and count:
cur_offset_pc 32, cur_pc 32, cur_rd 5, cur_result 32, cur_rs2 32, new_pc 32
==> final timing paths <==
path,startpoint,to,cells after the start
max,rdy_in,cur_branch_flag[1],4
min,offset_pc[4],cur_offset_pc[4],1
==> per-stage QoR <==
step	hold WS [ps]	cells	worst slack, ps	total power (uW)	instance area [sq um]
4_1_cts	4313	777	14860	798.7	9562
2_1_floorplan	4299	174	13770	418.9	5209
3_3_place_gp	4755	745	14440	496.8	8990
6_report	4334	777	14850	788.8	9562
3_5_place_dp	4758	745	14420	497.0	8990
5_1_grt	4306	777	14730	817.0	9562
==> area by class of cell <==
| class | instances | area (sq um) |
|---|---|---|
| Clock buffer | 19 | 432.9 |
| Timing Repair Buffer | 351 | 3506 |
| Sequential cell | 173 | 5195 |
| Multi-Input combinational cell | 1 | 13.76 |
| Tap cell | 220 | 275.3 |
| Clock inverter | 13 | 138.9 |
| Fill cell | 1280 | 7198 |
==> cells by family (layout without fill, tap and decap cells) <==
| logic type | Yosys count | after routing |
|---|---|---|
| simple gates | 1 | 1 |
| flops | 173 | 173 |
| buf+inv | 0 | 383 |
Power figures rest on the tool's default switching activity, not on a simulated workload.
