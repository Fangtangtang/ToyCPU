--- ./run.sh ---
#!/bin/bash
# OpenROAD 26Q1-2900-gdf79404cd8, Yosys 0.63+post, stock flow scripts
make -C /OpenROAD-flow-scripts/flow DESIGN_CONFIG=/design/flow/config.mk WORK_HOME=/design/flow/orfs finish
--- ./config.mk ---
export PLATFORM = sky130hd
export DESIGN_NAME = reg_file
export DESIGN_NICKNAME = reg_file
export VERILOG_FILES = /design/flow/design.v
export SDC_FILE = /design/flow/constraint.sdc
export NUM_CORES = 4
export LEC_CHECK = 1
export CORE_UTILIZATION = 50
--- ./constraint.sdc ---
current_design reg_file

set clk_period 3.5
set clk_io_pct 0.2

create_clock -name clk0 -period $clk_period [get_ports {clk}]

set non_clock_inputs [all_inputs -no_clocks]
set_input_delay [expr $clk_period * $clk_io_pct] -clock clk0 $non_clock_inputs
set_output_delay [expr $clk_period * $clk_io_pct] -clock clk0 [all_outputs]
--- ./design.v ---
module reg_file #(parameter LEN = 32)
                 (input wire clk,              
                  input rst,
                  input rdy_in,
                  input reg_ex_signal,
                  input wire [4:0] rs1,        
                  input wire [4:0] rs2,        
                  input wire wb_flag,          
                  input wire [4:0] rd,         
                  input [LEN-1:0] data,        
                  output reg_stall,
                  output [LEN-1:0] rs1_data,
                  output [LEN-1:0] rs2_data);
    reg [4:0]               rs1_index;
    reg [4:0]               rs2_index;
    reg [LEN-1:0]           reg1;
    reg [LEN-1:0]           reg2;
    reg [LEN-1:0]           register[31:0];
    reg                     flag = 0;
    assign rs1_data  = reg1;
    assign rs2_data  = reg2;
    assign reg_stall = flag;
    always @(posedge clk) begin
        if ((!rst)&&rdy_in)begin
            if (reg_ex_signal) begin
                flag = 1;
                reg1 <= register[rs1_index];
                reg2 <= register[rs2_index];
                if (wb_flag == 1) begin
                    register[rd] <= data;
                end
            end
            else begin
                flag = 0;
            end
        end
    end
endmodule
==> job_summary.md <==
## Implementation flow summary

| Metric | Value |
|---|---|
| Num CTS Buffers | `9` |
| Tally of unique sky130hd cells used after synthesis | `6` |
| Post-Place Worst Slack | `1.06 ns` |
| Chip Area, Yosys | `2220 um2` |
| Average footprint of a synthesized cell | `about 22 um2` |
| Number of antenna repair diodes | `0` |
| Endpoint kind of the worst setup timing path | `flop` |
| Post-cts repair resize count | `0` |
| Residual overflow from global routing | `0` |
| CTS tree | `yes` |
| Io pins | `117` |
| Core utilization of the finished layout | `79.9%` |
| Starting utilization of the core area | `roughly 54%` |
| Total of buffers placed on input and output ports | `106` |
| Syn. warnings | `11` |
| Worst Reg2Reg Path Length in Cells | `0` |
| Lkg Pwr | `1.13 nW` |
| Highest clock frequency the design can meet | `about 480 MHz` |
| Launch point of the worst hold path | `register[0][12]` |
| Antenna violations before repair | `0` |
| Routed length per instance | `about 16 um` |
| Cells after Synth | `101` |
| Post-synth area hogs | `sky130_fd_sc_hd__edfxtp_1 (88%), sky130_fd_sc_hd__buf_4 (11%), sky130_fd_sc_hd__and4b_1 (0.45%)` |
| Setup-failing EPs final | `0` |
| Largest buffer count on any clock path | `2` |
| Arrival time at the worst endpoint | `2.13 ns` |
| Worst stage delay on the critical path | `0.47 ns` |
| Area delta synth->final | `48.9%` |
| Unrepaired setup endpoints after global routing | `no` |
| Max-capacitance violation count | `0` |
| TritonCTS Sinks | `65` |
| Chip area | `4720 um2` |
| Slowest cell on crit path | `sky130_fd_sc_hd__and4b_1` |
| DRC violations left | `0` |
| Number of instances on the worst hold path | `0` |
| Wire length of the first global-routing pass | `between 5 and 6 mm` |
| Placed Instances | `227` |
| R2R Path End | `reg2[16]` |
| Post-CTS setup buffer count | `0` |
| H-tree lvl count | `3` |
| Cell Area, Synth | `2220 um2` |
| Min Tclk post-route | `2.10 ns` |
| Number of violations reported at the end of detailed-routing iteration 0 | `26` |
| Peak fanout along the critical path | `25` |
| Minimum setup slack among reg-to-reg paths | `around 2.8 ns` |
| Area leader, netlist | `sky130_fd_sc_hd__edfxtp_1` |
| Final worst slack | `~1.4 ns` |
| Number of max-slew violations in the final report | `0` |
| Status | `finished clean` |
| Final-layout setup total negative slack | `0 ns` |
| Yosys cell count | `101` |
| Number of warnings the tools reported | `36` |
| Most frequent logic cell in the layout | `sky130_fd_sc_hd__clkdlybuf4s50_1` |
| Final Wtd Congestion | `0.730` |
| Startpoint type of the worst setup path | `input port` |
| Top-area cell type share of the netlist area | `a little under 90%` |
| Largest net degree at the start of global routing | `33` |
| Final hold violation count | `0` |
| Critical Setup Path Class | `input port to flop` |
| Number of non-filler instances in the completed layout | `roughly 240` |
| Endpoint required time on the critical path | `~3.5 ns` |
| Sequential area share after synthesis | `87.8%` |
| Row Count | `23` |
| Detail Route Antenna Nets | `0` |
| Total track usage | `a little under a fifth` |
| Number of global-route vias before repair | `just over 1000` |
| Class of the tightest hold or removal check | `flop to flop` |
| Total power divided by cell area | `452 nW/um2` |
| Hold slack | `between 0.4 and 0.5 ns` |
| Worst flop-to-flop path startpoint | `register[0][16]` |
| Detailed Route WL | `3.83 mm` |
| Worst min-delay path endpoint | `reg2[12]` |
| Worst vdd rail ir drop | `0.000322 V` |
| Fraction of layout instances using a drive strength above 1 | `7.81%` |
| Clock Skew | `between 0.003 and 0.004 ns` |
| Vias after detailed routing | `between 1000 and 1500` |
| Hold_buf cts | `0` |
| Via-to-Cell Ratio | `4.62` |
| Drt first pass iters | `4` |
| Die outline width | `approximately 69 um` |
| Worst relative slew slack | `71.6%` |
| Cell-by-cell listing of the critical path | `clkdlybuf4s50_1, and3b_1, and4b_1, buf_12` |
| Core region area | `around 4100 um2` |
| Insertion Delay late pin | `0.33 ns` |
| Master cell of the clock root buffer | `sky130_fd_sc_hd__clkbuf_8` |
| Pin slew with the least headroom to its limit | `0.426 ns` |
| Crit share post-route | `60.0%` |
| Die span in y | `approximately 69 um` |
| Clock transition time at the flip-flop clock pins of the worst setup and hold paths | `0.06 ns` |
| Leading cell types in the layout, fill and taps excluded | `sky130_fd_sc_hd__clkdlybuf4s50_1 (106), sky130_fd_sc_hd__edfxtp_1 (65), sky130_fd_sc_hd__clkbuf_8 (9)` |
| Post-synth regs | `about 65` |
cell type report:
type / count / area (um2)
flip-flops and latches: 65 / 1950
repair buffers: 108 / 1090
fillers: 230 / 833
clock buffers: 11 / 131
well taps: 50 / 62.6
clock inverters: 4 / 45.0
multi-input cells: 4 / 31.3
worst max-delay path: cells and delay by family:
family / cells / cell delay [ns]
AND/OR/NAND/NOR: 2 / 0.74
buffers and inverters: 2 / 0.68
metal layers:
layer | global-route usage (%) | up-vias | share of wire [%]
li1 | - | 518 | -
met1 | 30.5 | 520 | 39
met2 | 26.5 | 69 | 50
met3 | 7.17 | 12 | 8.3
met4 | 5.47 | 0 | 3.0
met5 | 0 | - | 0
through the flow:
step / power, mW / instance area (um2)
finish: 1.49 / 3310
global route: 1.54 / 3310
CTS: 1.50 / 3310
detailed placement: 0.936 / 3130
global placement: 0.934 / 3130
floorplan: 0.882 / 2220
how the worst max path moves through the flow:
stage | start | to | slack (ns)
CTS | rst | register[0][29] | 1.42
global route | rd[0] | register[0][26] | 1.33
finish | rst | register[0][26] | 1.40
registers in the layout, summed over array words and instances, names as in the netlist:
name      count
reg2         32
register     32
flag          1
report_power, final:
group	switching, mW	internal [mW]	leakage [nW]
clock	0.253	0.321	0.0929
combinational	0.0136	0.0480	0.444
sequential	0.00134	0.857	0.591
total	0.268	1.23	1.13
cell usage after synthesis:
cell	count
sky130_fd_sc_hd__and4b_1	1
sky130_fd_sc_hd__nor4_1	1
sky130_fd_sc_hd__and3b_1	1
sky130_fd_sc_hd__edfxtp_1	65
sky130_fd_sc_hd__nor2b_1	1
sky130_fd_sc_hd__buf_4	32
kinds of logic (layout without fill, tap and decap cells):
logic type,count (synthesis),after routing,share of synthesized area [%]
flip-flops,65,65,87.8
buffers and inverters,32,123,10.8
AND/OR/NAND/NOR,4,4,1.41
Power and IR drop assume default switching activity.
